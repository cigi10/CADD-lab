[design/flow/design.v]
module down_counter (
    input logic clk,      
    input logic reset,    
    output logic [3:0] count
);
    always_ff @(posedge clk or posedge reset) begin
        if (reset)
            count <= 4'b1111; 
        else
            count <= count - 1; 
    end
endmodule
[design/flow/run.sh]
#!/bin/bash
# OpenROAD 26Q1-2900-gdf79404cd8, Yosys 0.63+post, stock flow scripts
make -C /OpenROAD-flow-scripts/flow DESIGN_CONFIG=/design/flow/config.mk WORK_HOME=/design/flow/orfs finish
[design/flow/config.mk]
export PLATFORM = sky130hd
export DESIGN_NAME = down_counter
export DESIGN_NICKNAME = down_counter
export VERILOG_FILES = /design/flow/design.v
export SDC_FILE = /design/flow/constraint.sdc
export NUM_CORES = 4
export LEC_CHECK = 1
export CORE_AREA = 10 10 70 70
export DIE_AREA = 0 0 80 80
[design/flow/constraint.sdc]
current_design down_counter

set clk_period 1.3
set clk_io_pct 0.2

create_clock -name clk0 -period $clk_period [get_ports {clk}]

set non_clock_inputs [all_inputs -no_clocks]
set_input_delay [expr $clk_period * $clk_io_pct] -clock clk0 $non_clock_inputs
set_output_delay [expr $clk_period * $clk_io_pct] -clock clk0 [all_outputs]
==> qor.log <==
qor: routing.detail_route.iter0.violations 3
qor: power_and_ir_drop.power_density 903 nW/um2
qor: synthesis.synthCells 12
qor: power_and_ir_drop.power.ir.vdd_worst 0.154 mV
qor: setup_path.worst_setup_path_start_kind flop
qor: setup_path.path_cells dlygate4sd2_1
qor: final_timing.timing.fmax 825 MHz
qor: final_timing.period_used_share 93.3%
qor: floorplanning.initial_core_util 4.69%
qor: run.warnings 25
qor: synthesis.syn_area_per_cell 13.3 um2
qor: final_timing.final.setup_skew 0.000459 ns
qor: synthesis.yosys.cell_types.count 5
qor: global_routing.grt_first_pass_wirelength 614 um
qor: final_timing.period_minus_slack 1.21 ns
qor: clock_tree.cts_tree built
qor: place.placement.cell_area 275 um2
qor: floorplanning.die_w 80 um
qor: power_and_ir_drop.finalPower 0.000285 W
qor: global_routing.overflow 0
qor: floorplanning.design.die.area 6400 um2
qor: clock_tree.hold_buffers 0
qor: synthesis.post_synth_instance_area 160 um2
qor: layout.registers.top_by_ff_count count
qor: synthesis.ys_seq_elements 4
qor: floorplanning.ios 6
qor: clock_tree.clk_path_buf_depth 2
qor: clock_tree.cts_htree_levels 1
qor: worst_hold_path.timing.hold.worst.class in2async
qor: routing.routed_wire_length_per_instance 5.03 um
qor: final_timing.setup-violations-final 0
qor: clock_tree.clk_pin_slew_worst_paths 0.04 ns
qor: clock_tree.insertion_delay 0.23 ns
qor: setup_path.worstSetupPathType reg2out
qor: place.io_buffer_count 5
qor: layout.area_growth_syn_to_layout 96.9%
qor: final_timing.max-slew-margin-rel 89.9%
qor: routing.n_antenna_cell 0
qor: synthesis.ys_seq_share 65.6%
qor: final_timing.final.setup.tns 0 ns
qor: setup_path.critPathMaxStageDelay 0.52 ns
qor: final_timing.drv_slew 0
qor: global_routing.via_count_of_the_first_global_routing_pass 143
qor: setup_path.critical_path_peak_fanout 2
qor: setup_path.critical_path.n_buffers_inverters 1
qor: routing.postRouteWirelength 352 um
qor: final_timing.tightestPinTransition 0.151 ns
qor: floorplanning.vert_die_dim 80 um
qor: layout.final_layout_size_suffix_gt1_share 50.0%
qor: clock_tree.cts-buffers-inserted 3
qor: setup_path.worst_setup_path_end_kind output pin
qor: routing.drtAntennaViolNets 0
qor: clock_tree.clock_sinks 4
qor: routing.avgViaCountPerCell 1.73
qor: routing.dr_total_vias 121
qor: synthesis.yosys_warnings 1
qor: place.place_congestion 0.701
qor: run.maxCapViolCount 0
qor: routing.drc_violations_left 0
qor: clock_tree.clk_root_buffer_cell clkbuf_4
qor: power_and_ir_drop.power.leakage 0.138 nW
qor: place.post-dp-hpwl 265 um
qor: final_timing.final-hold-violation-count 0
qor: setup_path.crit_family flip-flops
qor: global_routing.globalRouteTotalUtil 1.30%
qor: setup_path.timing.critical_path.arrival 0.95 ns
qor: layout.layout.cell_area.non_filler 315 um2
qor: final_timing.rsz0062_at_grt no
qor: synthesis.ys_cells 12
qor: status.status complete, no violations
qor: layout.largest_register_ffs 4
qor: layout.top_regs count: 4 flops
qor: routing.dr.pass1.iters 2
qor: floorplanning.row_count 21
qor: layout.dominant_logic_cell_types_in_the_final_layout inv_1 (4), dfstp_2 (4), dlygate4sd2_1 (4), buf_4 (4), clkbuf_4 (3)
qor: global_routing.grt_max_degree 5
qor: synthesis.summed_standard_cell_area_reported_by_yosys 160 um2
qor: setup_path.crit_path_top_delay_cell dfstp_2
qor: floorplanning.fp.coreArea 3420 um2
qor: global_routing.antenna_found_initial 0
qor: setup_path.timing.critical_path.required 1.04 ns
-- cells in the mapped netlist --
| master | number | area, um2 |
|---|---|---|
| dfstp_2 | 4 | 105 |
| ha_1 | 1 | 12.5 |
| inv_1 | 4 | 15.0 |
| nor3_2 | 1 | 10.0 |
| xor2_1 | 2 | 17.5 |
-- routing by layer --
layer | track usage, % | vias to the layer above | routed length (um)
li1 | - | 58 | -
met1 | 1.20 | 51 | 167
met2 | 1.36 | 8 | 92
met3 | 1.93 | 4 | 78
met4 | 0.704 | 0 | 14
met5 | 0 | - | 0
-- cell families after synthesis --
group                    synth area share (%)
buffers and inverters                    9.37
flip-flops                               65.6
XOR/XNOR                                 10.9
adder cells (fa/ha/maj)                  7.81
AND/OR/NAND/NOR                          6.25
-- what timing repair did --
| action | in CTS | in global routing |
|---|---|---|
| setup endpoints to repair | 4 | 0 |
| buffers inserted | 3 | 0 |
| resized | 4 | 0 |
-- cell type report --
| type | instances | area [um2] |
|---|---|---|
| Fill cell | 403 | 3100 |
| Sequential cell | 4 | 105 |
| Timing Repair Buffer | 9 | 75.1 |
| Tap cell | 46 | 57.6 |
| Multi-Input combinational cell | 4 | 40.0 |
| Clock buffer | 3 | 22.5 |
| Inverter | 4 | 15.0 |
-- where the power goes --
part / internal (W) / total (W) / switching [W]
Combinational: 0.00000282 / 0.00000527 / 0.00000245
Sequential: 0.000126 / 0.000126 / 0
Clock: 0.000103 / 0.000154 / 0.0000504
Total: 0.000232 / 0.000285 / 0.0000528
-- metrics by stage --
| stage | hold WS (ns) | setup slack, ns | instances | util, % |
|---|---|---|---|---|
| floorplan | 0.215 | 0.339 | 12 | - |
| global placement | 0.470 | 0.0424 | 64 | 8.06 |
| detailed placement | 0.477 | 0.0367 | 64 | 8.06 |
| CTS | 0.408 | 0.0719 | 70 | 9.23 |
| global route | 0.438 | 0.0488 | 70 | 9.23 |
| finish | 0.409 | 0.0875 | 70 | 9.23 |
-- worst register-to-register path, stage by stage, from the launching register on --
cell and delay [ns]:
dfstp_2 0.51, buf_4 0.10, inv_1 0.05, ha_1 0.20, xor2_1 0.14
-- worst paths after layout --
| path | from | end | slack [ns] | depth (start not counted) |
|---|---|---|---|---|
| max | count[1] | count[1] | 0.09 | 1 |
| min | reset | count[0] | 0.41 | 2 |
| max reg2reg | count[0] | count[2] | 0.23 | 4 |
| min reg2reg | count[0] | count[0] | 0.59 | 2 |
| max in group asynchronous | reset | count[1] | 0.87 | 2 |
| min in group clk0 | count[0] | count[0] | 0.59 | 2 |
Power is estimated from default activity; no workload was simulated.
