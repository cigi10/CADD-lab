==> design.v <==
module mod_n_counter (
    input logic clk,        
    input logic reset,      
    input logic direction,   
    input logic [3:0] N,    
    output logic [3:0] count 
);
    always_ff @(posedge clk or posedge reset) begin
        if (reset)
            count <= 4'b0000; 
        else begin
            if (direction == 0) begin 
                if (count == N - 1)
                    count <= 4'b0000; 
                else
                    count <= count + 1;
            end
            else begin
                if (count == 4'b0000)
                    count <= N - 1; 
                else
                    count <= count - 1;
            end
        end
    end
endmodule
==> run.sh <==
#!/bin/bash
# OpenROAD 26Q1-2900-gdf79404cd8, Yosys 0.63+post, stock flow scripts
make -C /OpenROAD-flow-scripts/flow DESIGN_CONFIG=/design/flow/config.mk WORK_HOME=/design/flow/orfs finish
==> config.mk <==
export PLATFORM = sky130hd
export DESIGN_NAME = mod_n_counter
export DESIGN_NICKNAME = mod_n_counter
export VERILOG_FILES = /design/flow/design.v
export SDC_FILE = /design/flow/constraint.sdc
export NUM_CORES = 4
export LEC_CHECK = 1
export CORE_AREA = 10 10 72 72
export DIE_AREA = 0 0 82 82
==> constraint.sdc <==
current_design mod_n_counter

set clk_period 1.8
set clk_io_pct 0.2

create_clock -name clk0 -period $clk_period [get_ports {clk}]

set non_clock_inputs [all_inputs -no_clocks]
set_input_delay [expr $clk_period * $clk_io_pct] -clock clk0 $non_clock_inputs
set_output_delay [expr $clk_period * $clk_io_pct] -clock clk0 [all_outputs]
==> summary.txt <==
Post-Synthesis Cell Area -> 419 sq um
Fin Setup TNS -> 0 ns
Tcrit/Tclk final -> 96.3%
CP startpoint kind -> input port
Slowest-stage cell, CP -> clkdlybuf4s50_1
largest net degree at the start of global routing -> 11
kind of critical path -> in2reg
residual DRC count -> 0
global route overflow -> 0
top cells, area -> dfrtp_1 (24%), xnor2_1 (10%), ha_1 (9.0%), inv_1 (5.4%), o31ai_1 (5.4%)
share of cells above drive strength 1 -> 32.3%
Sequential Power Share -> 20.3%
Worst Hold Class -> in2async
worst-margin pin slew -> 0.359 ns
Core Region -> 3690 sq um
Via density -> 3.54
crit-path max FO -> 4
Die Height -> 82 um
routed vias -> 400
fin. max-slew vios -> 0
total power -> 985 uW
initial antenna violation count -> 0
most frequent logic cell in the layout -> clkdlybuf4s50_1
cell type with the largest total area -> dfrtp_1
Yosys top cell area share -> 23.9%
Final Util -> 19.5%
FF+latch count, synth -> 4
max FFs per register -> 4
antenna cell count -> 0
Regs by FF count -> count x4
clk buf depth -> 2
yosys stat area -> 419 sq um
worst slack on hold paths -> 0.332 ns
Core Rows -> 22
number of cells in Yosys stat -> 46
DRT Pass-1 Iters -> 4
Switching Fraction -> 35.2%
gr usage total -> 3.02%
Logic pwr share -> 61.1%
Post-CTS Hold Fix Bufs -> 0
Crit path arrival time -> 1.85 ns
crit-path cells -> clkdlybuf4s50_1, buf_4, nor3_1, xnor3_1, and3_4, o32ai_2
Routed WL -> 1060 um
Slew HR -> 75.8%
Top Layout Cells -> clkdlybuf4s50_1 (10), buf_4 (8), inv_1 (6)
Die Wd -> 82 um
clk slew on worst S/H paths -> 0.03 ns
IO buf count -> 10
P_leak -> 0.289 nW
P_sw -> 347 uW
Reg with most FFs -> count
Final min period -> 1.73 ns
vias in the first global route -> 397
first-pass GRT wire length -> 1670 um
routability cong. -> 0.792
initial DRC count -> 40
Root Driver -> clkbuf_8
chip area -> 6720 sq um
Worst Skew -> 0.00255 ns
Worst-Skew Late Latency -> 0.21 ns
maximum VDD drop -> 415 uV
Tool Warnings -> 26
Yosys Warn Count -> 1
TritonCTS clock tree -> built
Layout area overhead -> 71.3%
syn avg cell area -> 9.11 sq um
Gate Count Post-Synth -> 46
Final Hold Viols -> 0
cts bufs inserted -> 3
H-tree Lvls -> 1
Clock Power Share -> 18.7%
CP required -> 1.92 ns
MaxCap Viol Count -> 0
Crit. End Element -> flip-flop
fp util -> 11.4%
HPWL Detailed -> 837 um
outcome -> complete, no violations
Num Clock Sinks -> 4
crit-path max cell delay -> 0.44 ns
post-synthesis sequential area ratio -> 23.9%
Max Freq -> 0.577 GHz
synth unique cells -> 26
Final ANT Viol Nets -> 0
internal power -> 638 uW
pwr/cell area -> 1370 nW/um^2
WL/cell -> 9.38 um
Setup-failing EPs final -> 0
I/O pin count -> 11
## layout make-up
| class | instances | area (sq um) |
|---|---|---|
| Fill cell | 409 | 2970 |
| Multi-Input combinational cell | 34 | 334 |
| Timing Repair Buffer | 18 | 160 |
| Sequential cell | 4 | 100 |
| Tap cell | 48 | 60.1 |
| Clock buffer | 3 | 41.3 |
| Inverter | 6 | 22.5 |
## cells in the mapped netlist
master    instances
xor2_1            1
and3_1            1
xnor3_1           1
mux2i_1           1
o22a_1            1
a311oi_1          1
o31ai_1           3
or3b_2            1
or4_1             1
a31oi_1           1
nand2_1           2
nand3_1           1
inv_1             6
o41ai_1           1
ha_1              3
o21ai_0           1
nor2_1            1
nor3_1            2
nor3b_1           2
o21ba_2           1
o211ai_1          1
xnor2_1           5
buf_2             2
nand2b_1          1
o32ai_2           1
dfrtp_1           4
## cells by family (layout without fill, tap and decap cells)
| family | after synthesis | after routing | share of synthesized area (%) |
|---|---|---|---|
| mux | 1 | 1 | 2.39 |
| compound gates | 11 | 11 | 22.4 |
| xor+xnor | 7 | 7 | 17.9 |
| simple gates | 12 | 12 | 16.7 |
| fa+ha+maj | 3 | 3 | 8.96 |
| buf+inv | 8 | 27 | 7.76 |
| flops | 4 | 4 | 23.9 |
## final timing paths
check	start	to	slack (ns)	cells after the start
setup / recovery	N[1]	count[3]	0.07	6
hold / removal	reset	count[3]	0.33	2
setup reg to reg	count[0]	count[0]	0.13	6
hold reg to reg	count[0]	count[0]	0.62	3
max in group asynchronous	reset	count[1]	1.32	2
min in group clk0	count[0]	count[0]	0.62	3
## power groups by stage
stage,Clock (mW),Combinational [mW],Sequential [mW]
finish,0.184,0.601,0.200
global route,0.200,0.670,0.209
CTS,0.190,0.554,0.198
## what timing repair did
item | in CTS | in global routing
setup endpoints to repair | 0 | 4
gates resized | 0 | 8
setup buffers | 0 | 0
## worst max-delay path, delay by kind of cell
family | cells | cell delay, ns
buffers and inverters | 2 | 0.59
and+or+nand+nor | 2 | 0.41
xor gates and xnor gates | 1 | 0.25
AOI/OAI and AO/OA | 1 | 0.24
## metal layers
| metal | global-route usage [%] | share of wire, % | up-vias |
|---|---|---|---|
| li1 | - | - | 204 |
| met1 | 3.66 | 40 | 180 |
| met2 | 4.15 | 41 | 14 |
| met3 | 2.09 | 16 | 2 |
| met4 | 1.02 | 3.2 | 0 |
| met5 | 0 | 0 | - |
## through the flow
step | cells | cell area (sq um) | worst slack, ns
2_1_floorplan | 46 | 419 | 0.211
3_3_place_gp | 110 | 629 | -0.183
3_5_place_dp | 110 | 629 | -0.191
4_1_cts | 113 | 671 | 0.0301
5_1_grt | 113 | 718 | -0.00127
6_report | 113 | 718 | 0.0659
Power figures rest on the tool's default switching activity, not on a simulated workload.
