[flow/run.sh]
#!/bin/bash
# OpenROAD 26Q1-2900-gdf79404cd8, Yosys 0.63+post, stock flow scripts
make -C /OpenROAD-flow-scripts/flow DESIGN_CONFIG=/design/flow/config.mk WORK_HOME=/design/flow/orfs finish
[flow/config.mk]
export PLATFORM = sky130hd
export DESIGN_NAME = mealy_sequence_detector
export DESIGN_NICKNAME = mealy_sequence_detector
export VERILOG_FILES = /design/flow/design.v
export SDC_FILE = /design/flow/constraint.sdc
export NUM_CORES = 4
export LEC_CHECK = 1
export CORE_AREA = 10 10 70 70
export DIE_AREA = 0 0 80 80
[flow/constraint.sdc]
current_design mealy_sequence_detector

set clk_period 1.2
set clk_io_pct 0.2

create_clock -name clk0 -period $clk_period [get_ports {clk}]

set non_clock_inputs [all_inputs -no_clocks]
set_input_delay [expr $clk_period * $clk_io_pct] -clock clk0 $non_clock_inputs
set_output_delay [expr $clk_period * $clk_io_pct] -clock clk0 [all_outputs]
[flow/design.v]
module mealy_sequence_detector (
    input logic clk,
    input logic reset,
    input logic in,     
    output logic out    
);
    typedef enum logic [1:0] {S0 = 2'b00, S1 = 2'b01, S2 = 2'b10, S3 = 2'b11} state_t;
    state_t state, next_state;
    always_ff @(posedge clk or posedge reset) begin
        if (reset)
            state <= S0;  
        else
            state <= next_state;
    end
    always_comb begin
        case(state)
            S0: next_state = (in) ? S1 : S0;
            S1: next_state = (in) ? S1 : S2;
            S2: next_state = (in) ? S3 : S0;
            S3: next_state = (in) ? S1 : S0;
            default: next_state = S0;
        endcase
    end
    always_comb begin
        case(state)
            S0: out = 0;
            S1: out = 0;
            S2: out = 0;
            S3: out = (in) ? 1 : 0; 
            default: out = 0;
        endcase
    end
endmodule
==> results.txt <==
Quick summary of the implementation run below.

The flow ran to the end, and the final reports show no timing, DRC or antenna violations. The largest registers in the layout are state: 4 flops. The adder-cell share of the synthesized area is 0%. The cell area that synthesis handed to floorplanning was approximately 140 um^2. The final antenna diode tally reported by the flow is 0. The power density relative to cell area is approximately 1300 nW/um^2. The largest fanout of any net on the critical path came out at 2.

The overall overflow remaining after global route came out at 0. sky130_fd_sc_hd__dfrtp_1 is the most common cell in the netlist. The cell-mix breakdown from Yosys lists the simple-gate area share as 19.5%. The final weighted congestion in routability-driven placement is 0.605. The class of the most critical setup path is reg -> out. The yosys warning tally is 1. The highest clock frequency the design can meet came out at 0.879 GHz. The total die area came out at ~6400 um^2.

The initial antenna violation count is 0. The critical path startpoint category is a flop. After synthesis, flip-flops and latches occupy between 70% and 80% of the total area. The report lists the number of standard-cell rows as 21. The total wirelength of the detailed-routed design is about 330 um. Setup repair after global routing left no endpoint under its margin. The overall die height came out at 80 um.

The flip-flop cell with the highest count after synthesis is sky130_fd_sc_hd__dfrtp_1. For this run, the total global-route usage over all layers was measured as around 1.2%. The leakage power is around 0.11 nW. The maximum vdd drop came out at 0.179 mV. The number of enable flip-flop cells is 0.

The fraction of final layout cells with drive strength greater than 1 came out at a little under a third. Per the post-route antenna check, the number of violating nets is 0. The final total power came out at roughly 0.00036 W. The chip area in the Yosys report came out at between 100 and 150 um^2. The final worst slack came out at a little over 0.06 ns. The worst slack on hold paths came out at roughly 0.18 ns.

The share of the synthesized area in the top cell type came out at 53.1%. Grouping non-sequential cells by family puts the most area in simple AND/OR/NAND/NOR gates. The clock-pin transition on the worst setup and hold timing paths came out at ~0.04 ns. The data arrival time of the worst path came out at 0.90 ns. The flip-flop count of the largest register after layout is 4.

The most area-hungry cell type in the Yosys netlist is sky130_fd_sc_hd__dfrtp_1. According to the hold report, the worst path is of the in -> async type. Per the OpenROAD floorplan log, the area of the core is roughly 3400 um^2. The aggregate negative setup slack came out at 0 ns. The number of optimization iterations in the first detailed-route pass came out at 2.

Post-route period utilization is reported as 94.8%. The number of violations of the max-capacitance limit is 0. The worst-case clock skew came out at ~0.0056 ns. The global-route wire length before repair is 538 um.

The initial cell density of the core is under 10%. Checking max transition, the worst relative margin is between 80% and 90%. For the pin with the worst max-slew slack, the measured transition is approximately 0.20 ns.

Per the run report, area growth between synthesis and finish was 90.3%. As reported, the later end of the worst-skew pair has a clock insertion delay of about 0.24 ns. Counting endpoints that fail hold in the final report gives 0. The register with the most flip-flops is state. The slowest cell on the critical path is sky130_fd_sc_hd__dfrtp_1. The longest individual stage delay on the worst path came out at 0.36 ns. After synthesis the netlist holds a flip-flop and latch count of 4. The number of setup buffers added after CTS is 0. The average cell area after synthesis came out at 12.9 um^2. TritonCTS built the clock tree.

For reference, XOR and XNOR gates occupy 0% of the area reported after synthesis. For this block, the via count after detailed routing is 109. The number of buffers added to fix hold violations after cts is 0. The synthesized-area fraction occupied by ao, oa, aoi and oai cells is between 6 and 7%.

In the routed layout, each cell is associated on average with a via count of approximately 1.7. The tree is rooted in a sky130_fd_sc_hd__clkbuf_4. The number of warnings in the stage logs came out at 25.

The count of instances resized after the clock tree is built came out at 3. The max-slew violation count is 0. The largest net degree at the start of global routing came out at 5. The placement report lists the number of port buffers as 3. CTS built an H-tree with a depth of 1. In this run the count of I/O pins placed on the die edge is 4. In the synthesized netlist the async set-or-reset flop fraction comes to 100%. The number of cells in the yosys synthesis report came out at 11. Clock tree synthesis inserted a total of 3 buffers. The post-layout minimum cycle time came out at roughly 1.1 ns.

Detailed-route iteration 0 reported a violation count of 3. The number of remaining DRC errors is 0. After detailed routing, the average wire length per cell comes to around 5 um. The endpoint required time on the critical path came out at 0.96 ns.

The die is 80 um wide. The number of buffers on the longest clock path came out at 2. The main area contributors are sky130_fd_sc_hd__dfrtp_1 (53%), sky130_fd_sc_hd__dfstp_2 (19%), sky130_fd_sc_hd__and2_1 (8.8%). The capturing element type of the critical path is an output port. After synthesis, the netlist uses 8 different library cells.

The instance tally after logic synthesis is 11. The cell sequence reported for the critical path is and2_1 > clkdlybuf4s15_1. The number of clock sinks came out at 4. Counting instances in the post-synthesis netlist gives the leading cell types as sky130_fd_sc_hd__dfrtp_1 (3), sky130_fd_sc_hd__and2_1 (2). The area fraction in mux cells is 0%. The pre-CTS setup slack is -0.344 ns. The total of endpoints with negative setup slack in the final report is 0. The via count of the first global-routing pass came out at 135.
[stage by stage]
stage / area [um^2] / instances / utilization [%]
6_report: 269 / 66 / 7.88
4_1_cts: 269 / 66 / 7.88
2_1_floorplan: 141 / 11 / -
3_5_place_dp: 244 / 62 / 7.14
5_1_grt: 269 / 66 / 7.88
3_3_place_gp: 244 / 62 / 7.14
[cells in the final DEF, fill, tap and decap left out]
cell / Yosys / final
sky130_fd_sc_hd__nor2_1: 1 / 1
sky130_fd_sc_hd__nor3_1: 1 / 1
sky130_fd_sc_hd__o31a_1: 1 / 1
sky130_fd_sc_hd__clkdlybuf4s50_1: 0 / 1
sky130_fd_sc_hd__dfstp_2: 1 / 1
sky130_fd_sc_hd__inv_1: 1 / 1
sky130_fd_sc_hd__nor2b_1: 1 / 1
sky130_fd_sc_hd__clkbuf_1: 0 / 1
sky130_fd_sc_hd__clkdlybuf4s15_1: 0 / 1
sky130_fd_sc_hd__buf_4: 0 / 2
sky130_fd_sc_hd__dlygate4sd2_1: 0 / 1
sky130_fd_sc_hd__clkbuf_4: 0 / 3
sky130_fd_sc_hd__dfrtp_1: 3 / 3
sky130_fd_sc_hd__and2_1: 2 / 2
[per-layer routing]
| metal | share of wire, % | vias up | global-route usage [%] |
|---|---|---|---|
| li1 | - | 53 | - |
| met1 | 38 | 53 | 1.07 |
| met2 | 43 | 3 | 1.28 |
| met3 | 18 | 0 | 1.70 |
| met4 | 0 | 0 | 0.704 |
| met5 | 0 | - | 0 |
[report_power, final]
group          internal, W  switching (W)
clock             0.000125      0.0000569
sequential        0.000148     0.00000458
combinational    0.0000162      0.0000111
total             0.000289      0.0000726
[worst max-delay path: cells and delay by family (launching register included)]
family	cells	cell delay, ns
flops	1	0.36
simple gates	1	0.13
buf+inv	1	0.17
[final cells by class]
type	instances	area, um^2
clock buffer	4	26.3
fill	405	3150
inverter	1	3.75
multi-input combinational	6	36.3
sequential	4	101
tap	46	57.6
timing repair buffer	5	43.8
[kinds of logic after synthesis]
group	after synthesis
simple gates	5
compound gates	1
flops	4
buf+inv	1
[worst paths after layout]
check                      cells after the start  slack (ns)               start            endpoint
max                                            2        0.06  state[3]$_DFF_PP0_                 out
min reg2reg                                    1        0.48  state[1]$_DFF_PP0_  state[3]$_DFF_PP0_
max reg2reg                                    2        0.35  state[3]$_DFF_PP0_  state[2]$_DFF_PP0_
min in group clk0                              3        0.39                  in  state[0]$_DFF_PP1_
max in group asynchronous                      2        0.79               reset  state[0]$_DFF_PP1_
min                                            2        0.18               reset  state[2]$_DFF_PP0_
Power figures rest on the tool's default switching activity, not on a simulated workload.
